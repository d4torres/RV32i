==> ./design.v <==
module dt1_regfile(
	input             clk,
	input  		      we3, rst,
	input      [4:0]  a1, a2, a3,
	input      [31:0] wd3,
	output     [31:0] rd1, rd2
);
	integer i;
	reg 		 [31:0] rf[31:0];  
always@(negedge clk) begin
	if (rst) begin
		for (i = 0; i < 32; i = i + 1) rf[i] <= 32'd0;
	end
	else if (we3) begin
		rf[a3] <= wd3;
	end
end
	assign rd1 = (a1 != 0) ? rf[a1] : 0;
	assign rd2 = (a2 != 0) ? rf[a2] : 0;
endmodule
==> ./run.sh <==
#!/bin/bash
# OpenROAD 26Q1-2900-gdf79404cd8, Yosys 0.63+post, stock flow scripts
make -C /OpenROAD-flow-scripts/flow DESIGN_CONFIG=/design/flow/config.mk WORK_HOME=/design/flow/orfs finish
==> ./config.mk <==
export PLATFORM = sky130hd
export DESIGN_NAME = dt1_regfile
export DESIGN_NICKNAME = dt1_regfile
export VERILOG_FILES = /design/flow/design.v
export SDC_FILE = /design/flow/constraint.sdc
export NUM_CORES = 4
export LEC_CHECK = 1
export CORE_UTILIZATION = 50
==> ./constraint.sdc <==
current_design dt1_regfile

set clk_period 15.5
set clk_io_pct 0.2

create_clock -name clk0 -period $clk_period [get_ports {clk}]

set non_clock_inputs [all_inputs -no_clocks]
set_input_delay [expr $clk_period * $clk_io_pct] -clock clk0 $non_clock_inputs
set_output_delay [expr $clk_period * $clk_io_pct] -clock clk0 [all_outputs]
==> results_dict.tcl <==
# yosys + openroad results
set metrics [dict create \
    drv_slew 0 \
    firstDrtPassIters 5 \
    crit_fanout 2 \
    max_stage_delay_ns 0.77 \
    pin_count 114 \
    grt_start_max_net_pins 85 \
    hold_class "input port to output pin" \
    yosysWarnings 1 \
    rows 120 \
    yosysChipArea_mm2 0.0544 \
    clock_sinks 1024 \
    drc 0 \
    clk_pin_slew_ns 0.03 \
    worst-endpoint-arrival_ns 11.11 \
    start_kind "flip-flop" \
    synth-seq-cells 1024 \
    worstPathBufferInverterCount 1 \
    tns_ns 0 \
    crit_path_end_kind "output pin" \
    cts_buffers 116 \
    critPathKind "flip-flop to output pin" \
    cts_hold_buf 0 \
    die_w_um 332 \
    viasPerCell 5.98 \
    status "completed" \
    initial_core_util_pct 50.6 \
    p_leak_nw 26.4 \
    hpwl_mm 107 \
    gp_congestion 0.941 \
    setup_viol 0 \
    top_regs "rf (1024)" \
    finalPower_w 0.00801 \
    numPortBuffers 113 \
    crit_end "rd2[7]" \
    final_util_pct 60.3 \
    crit_family "AND-OR/OR-AND gates" \
    cp_cell_sequence "mux4_2 -> a22o_1 -> a2111oi_0 -> nor3_1 -> clkdlybuf4s50_1" \
    ys_types 38 \
    grt_first_pass_wirelength_mm 255 \
    area_growth_pct 19.0 \
    cts.htree.levels 3 \
    cp-startpoint "rf[15][7]" \
    ir_drop_mv 0.103 \
    final_cells 6070 \
    hold_violations 0 \
    vias 36300 \
    core_area_mm2 0.108 \
    power_density_mw_per_mm2 124 \
    die_h_um 332 \
    syn_inst 3544 \
    ctsResizeCount 0 \
    grt_overflow 0 \
    dpl.cell_count 4830 \
    cts_tree "done" \
    antenna_found_initial 8 \
    relSlewSlack_pct 27.6 \
    die-area_mm2 0.110 \
    warning_count 1027 \
    ys_seq_share_pct 56.5 \
    grt_pass1_vias 41700 \
    grt_usage_pct 35.8 \
    top_register "rf" \
    cp.depth 5 \
    drtIter0Drc 2158 \
    synth_area_mm2 0.0544 \
    wl_per_cell_um 28.7 \
    tightest_slew_ns 1.09 \
    drive_gt1_share_pct 20.4 \
    synth.avg_cell_area_um2 15.4 \
    post-cts-setup-buffers 0 \
    ys_cells 3544 \
    clock_path_buffers 3 \
    required_ns 12.40 \
    slowest_stage "a2111oi_0" \
    drv_cap 0 \
    antenna_left 0 \
    root_buffer "clkbuf_16" \
    wirelength_mm 174 \
    rsz0062_at_grt "false" \
    largest_reg_flops 1024 \
]
[cell type report]
class	count	area [µm²]
Fill cell	7724	42700
Sequential cell	1024	30700
Multi-Input combinational cell	2131	22100
Clock inverter	1119	4870
Clock buffer	119	2980
Timing Repair Buffer	270	2350
Tap cell	1403	1760
Antenna cell	3	7.51
Inverter	1	3.75
[Yosys cell counts]
master     instances  area (µm²)
a211oi_1          43         323
buf_6             16         180
mux2_2            37         417
nor4_1             5        31.3
a2111oi_1          1        10.0
nor2_1            38         143
a32o_1             4        40.0
nor2b_1           18         113
nor3_1            52         260
o22ai_1           82         513
a221oi_1           4        35.0
a22oi_1           14         105
edfxtp_1        1024       30700
or2_2             34         213
mux2i_1          152        1520
o221ai_1          26         228
a21o_1             4        30.0
nand3b_1           4        30.0
or3_1              2        12.5
a22o_1            48         420
buf_2             57         285
nand4bb_1          1        11.3
o21bai_1           1        7.51
nand2_1           13        48.8
buf_4             28         210
buf_1             15        56.3
and2_1          1028        6430
a21oi_1            7        35.0
nand4b_1           1        8.76
nand3_1            2        10.0
nor3b_1            1        7.51
nor4b_2            1        15.0
inv_1              2        7.51
clkbuf_1         271        1020
or3b_2             3        26.3
a2111oi_0         28         245
nand2b_1           7        43.8
mux4_2           470       10600
[worst min-delay path by stage]
stage	start	endpoint	slack, ns	depth (start not counted)
final	a1[0]	rd1[5]	7.47	6
after global routing	a1[0]	rd1[5]	7.51	6
after CTS	a1[0]	rd1[5]	7.48	6
[stage by stage]
| step | setup slack [ns] | hold slack (ns) | area [µm²] |
|---|---|---|---|
| global route | 1.15 | 7.51 | 64800 |
| global placement | 1.60 | 7.47 | 56900 |
| floorplan | 3.07 | 6.48 | 54400 |
| CTS | 1.33 | 7.48 | 64800 |
| detailed placement | 1.54 | 7.47 | 56900 |
| finish | 1.29 | 7.47 | 64800 |
[layer usage]
metal,track usage [%],vias to the layer above,routed length [µm]
li1,-,15800,-
met1,40.7,17700,54700
met2,49.3,2482,81500
met3,31.0,366,32600
met4,13.1,16,5310
met5,2.39,-,378
[cell usage in the layout (no fill, tap or decap), drive strengths merged, types with 13 or more instances in the layout]
cell type      instances
inv                 1055
nor2                  38
clkinvlp              36
a22oi                 14
a2111oi               29
o221ai                26
nand2                 13
clkbuf               119
a22o                  48
bufinv                20
edfxtp              1024
a211oi                43
buf                  165
or2                   34
mux2                  37
and2                1028
mux4                 470
o22ai                 82
nor3                  52
mux2i                152
clkdlybuf4s50        105
nor2b                 18
[where the power goes]
part	switching, W	total (W)	internal (W)
combinational	0.000444	0.000802	0.000358
clock	0.00183	0.00391	0.00208
sequential	0.0000821	0.00330	0.00322
total	0.00236	0.00801	0.00566
[cells by family after synthesis]
family	Yosys count	synth area share (%)
buffers and inverters	389	3.23
and+or+nand+nor	1210	13.6
muxes	659	23.0
DFF	1024	56.5
AOI/OAI and AO/OA	262	3.66
Power figures rest on the tool's default switching activity, not on a simulated workload.
