$ cat /design/flow/config.mk
export PLATFORM = sky130hd
export DESIGN_NAME = dt1_WB_stage
export DESIGN_NICKNAME = dt1_WB_stage
export VERILOG_FILES = /design/flow/design.v
export SDC_FILE = /design/flow/constraint.sdc
export NUM_CORES = 4
export LEC_CHECK = 1
export CORE_AREA = 10 10 78 78
export DIE_AREA = 0 0 88 88
$ cat /design/flow/constraint.sdc
current_design dt1_WB_stage

set clk_period 1.0
set clk_io_pct 0.2

create_clock -name clk0 -period $clk_period

set non_clock_inputs [all_inputs -no_clocks]
set_input_delay [expr $clk_period * $clk_io_pct] -clock clk0 $non_clock_inputs
set_output_delay [expr $clk_period * $clk_io_pct] -clock clk0 [all_outputs]
$ cat /design/flow/design.v
module dt1_WB_stage(
	input  [1:0]  ResultSrcW,
	input  [31:0] ALUResultW, ReadDataW, PCPlus4W,
	output [31:0] ResultW
);
	assign ResultW = ResultSrcW[1] ? PCPlus4W : (ResultSrcW[0] ? ReadDataW : ALUResultW);
endmodule
$ cat /design/flow/run.sh
#!/bin/bash
# OpenROAD 26Q1-2900-gdf79404cd8, Yosys 0.63+post, stock flow scripts
make -C /OpenROAD-flow-scripts/flow DESIGN_CONFIG=/design/flow/config.mk WORK_HOME=/design/flow/orfs finish
==> impl_metrics.yaml <==
# generated from flow reports
route:
  drc_errors: 0
  vias: 1175
  vias_per_cell: 4.14
  routed_wl_mm: 4.33
  ant_nets: 0
  dr.pass1.iters: 3
  drt_iter0_drc: 10
  antennaDiodeCount: 0
  post_drt_wl_per_cell_um: 15.2
yosys:
  ys_warn_count: 0
  ys_area_um2: 714
  syn-cell-area_um2: 714
  ys_sh_xor: 0
  top_logic_kind: "multiplexers"
  synth-compound-area-share: 0.235
  ys_sh_simple: 0.168
  muxShareOfSynthArea: 0.448
  synthCells: 107
  ys_sh_adder: 0
  ys_cells: 107
  ys_types: 8
  ys_seq_share: 0
  synth_area_per_cell_um2: 6.68
pwr:
  powerDensity_nw_per_um2: 358
  power_leakage_nw: 1.01
  ir_drop_uv: 124
  power_mw: 0.676
global_routing:
  grt_pass1_vias: 1246
  met1_usage: 0.123
  grt.busiest_layer: "met2"
  grt_use_met2: 0.180
  gr-usage-met3: 0.0384
  antenna_found_initial: 0
  grt_pass1_wl_mm: 6.44
  grt_usage: 0.102
  grt_max_degree: 35
  grt-ovfl-total: 0
final_timing:
  fin_ws_ps: -77.7
  fmax_mhz: 928
  rsz0062_at_grt: "true"
  final.min_clock_period_ps: 1080
  finalHoldViolations: 0
  finalSetupViolations: 32
  relSlewSlack: 0.887
  tightest_slew_ps: 166
  finalCritPeriodShare: 1.08
  slew_viol_final: 0
  timing.setup.tns_ps: -888
final_layout:
  clockBufferCount: 0
  syn2layout_area_growth_pct: 164
  regArea_um2: 0
  fillers: 488
  logic_area_um2: 656
  ff_count: 0
  drive_gt1_frac: 0.216
setup_path:
  critPathKind: "primary input to primary output"
  end_kind: "primary output"
  cp.arrival_ps: 880
  critPathMaxFanout: 8
  cp-start-kind: "primary input"
  worstPathRequired_ps: 800
floorplanning:
  dieArea_um2: 7740
  core_um2: 4410
  die_x_um: 88
  row_count: 24
  fp_util: 0.162
  die_h_um: 88
  io_pins: 130
worst_hold_path:
  whs_path_depth: 4
  min_path_type: "primary input to primary output"
placement:
  dp.final_hpwl_mm: 3.68
  numPortBuffers: 130
  gp_congestion: 0.771
  dp_slack_ps: -572
flow_run:
  warning_count: 34
  cap_violations: 0
run_status:
  outcome: "finished with violations"
  violations: "setup timing"
[what timing repair did]
| action | CTS | global route |
|---|---|---|
| hold buffers | 0 | 0 |
| buffers inserted | 0 | 0 |
| endpoints found under the setup margin | 32 | 32 |
| gates resized | 198 | 11 |
| pin swaps | 32 | 27 |
| gates cloned | 2 | 0 |
[critical path: stages]
cell	delay, ps
buf_12	120
buf_12	150
mux2i_4	180
o21ai_2	120
buf_2	110
[routing by layer]
| layer | part of all wire | vias up |
|---|---|---|
| met5 | 0 | - |
| met4 | 0 | 0 |
| met3 | 0.11 | 0 |
| met2 | 0.47 | 68 |
| met1 | 0.42 | 479 |
| li1 | - | 628 |
[report_power, final]
group	internal, mW	leakage (nW)	total, mW	switching (mW)
Clock	0	0	0	0
Sequential	0	0	0	0
Combinational	0.448	1.01	0.676	0.229
[cell usage after synthesis, drive strengths merged]
cell type  number  area [um^2]
nand2          32          120
buf            11          106
mux2i          32          320
o21ai          32          168
[through the flow]
stage,utilization,std cells,instance area [um^2],hold slack [ps]
final,0.428,284,1890,690
after global placement,0.463,282,2040,1210
after detailed placement,0.463,282,2040,1210
after global routing,0.428,284,1890,735
after CTS,0.416,284,1840,779
after floorplan,-,107,714,456
[placed cells by master (no fill, tap or decap)]
| master | synthesis | layout |
|---|---|---|
| buf_16 | 0 | 2 |
| dlygate4sd2_1 | 0 | 93 |
| mux2i_4 | 0 | 2 |
| dlymetal6s2s_1 | 0 | 1 |
| mux2i_2 | 0 | 6 |
| buf_12 | 3 | 5 |
| o21ai_2 | 2 | 2 |
| mux2i_1 | 32 | 24 |
| clkdlybuf4s50_1 | 0 | 2 |
| o21ai_1 | 28 | 30 |
| nand2_1 | 32 | 32 |
| buf_2 | 7 | 33 |
[area by class of cell]
cell class         instances  area share
well taps                 52      0.0345
repair buffers           136       0.618
multi-input cells         96       0.347
[final timing paths]
| kind | endpoint | slack, ps | from |
|---|---|---|---|
| worst max-delay path | ResultW[7] | -80 | ResultSrcW[0] |
| worst min-delay path | ResultW[22] | 690 | PCPlus4W[22] |
[logic make-up after synthesis]
kind of cell | after synthesis
AND-OR/OR-AND | 32
buffers and inverters | 11
multiplexers | 32
AND/OR/NAND/NOR | 32
Power is estimated from default activity; no workload was simulated.
