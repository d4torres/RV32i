==> ./design.v <==
module dt1_DM_stage(
	input  clk,rst,
	input 	   	    RegWriteM,
	input  [1:0] 	ResultSrcM,
	input  [2:0] 	LoadSizeM,
	input  [31:0] 	ALUResultM, PCPlus4M,
	input  [4:0]  	RdM,
	input  [31:0] 	ReadDataMTick,
	output  		RegWriteW,
	output  [4:0] 	RdW,
	output  [1:0] 	ResultSrcW,
	output  [31:0] ALUResultW, ReadDataW, PCPlus4W
);
	wire [31:0] ReadDataM;
	always@(*) begin
		case (LoadSizeM)
			3'b000:	ReadDataM = ReadDataMTick;
			3'b001:	case(ALUResultM[1:0])
					2'b00: ReadDataM = { {24{ReadDataMTick[7]}}, ReadDataMTick[7:0] };
					2'b01: ReadDataM = { {24{ReadDataMTick[15]}}, ReadDataMTick[15:8] };
					2'b10: ReadDataM = { {24{ReadDataMTick[23]}}, ReadDataMTick[23:16] };
					2'b11: ReadDataM = { {24{ReadDataMTick[31]}}, ReadDataMTick[31:24] };
				endcase
			3'b010:	case(ALUResultM[1:0])
					2'b00: ReadDataM = { {24{1'b0}},ReadDataMTick[7:0] };
					2'b01: ReadDataM = { {24{1'b0}},ReadDataMTick[15:8] };
					2'b10: ReadDataM = { {24{1'b0}},ReadDataMTick[23:16] };
					2'b11: ReadDataM = { {24{1'b0}},ReadDataMTick[31:24] };
				endcase
			3'b011: case(ALUResultM[1])
					1'b0: ReadDataM = { {16{ReadDataMTick[15]}},ReadDataMTick[15:0] };
					1'b1: ReadDataM = { {16{ReadDataMTick[31]}},ReadDataMTick[31:16] };
				endcase
			3'b100: case(ALUResultM[1])
					1'b0: ReadDataM = { {16{1'b0}},ReadDataMTick[15:0] };
					1'b1: ReadDataM = { {16{1'b0}},ReadDataMTick[31:16] };
				endcase
			default:ReadDataM = 32'bxxxx_xxxx_xxxx_xxxx_xxxx_xxxx_xxxx_xxxx;
		endcase
	end
	always@(posedge clk) begin
		if(rst){ALUResultW, ReadDataW, PCPlus4W, RdW,RegWriteW, ResultSrcW} <= 0;
		else {ALUResultW, ReadDataW, PCPlus4W, RdW,RegWriteW, ResultSrcW} <= {ALUResultM, ReadDataM, PCPlus4M, RdM,RegWriteM, ResultSrcM};
	end
endmodule
==> ./run.sh <==
#!/bin/bash
# OpenROAD 26Q1-2900-gdf79404cd8, Yosys 0.63+post, stock flow scripts
make -C /OpenROAD-flow-scripts/flow DESIGN_CONFIG=/design/flow/config.mk WORK_HOME=/design/flow/orfs finish
==> ./config.mk <==
export PLATFORM = sky130hd
export DESIGN_NAME = dt1_DM_stage
export DESIGN_NICKNAME = dt1_DM_stage
export VERILOG_FILES = /design/flow/design.v
export SDC_FILE = /design/flow/constraint.sdc
export NUM_CORES = 4
export LEC_CHECK = 1
export CORE_UTILIZATION = 50
==> ./constraint.sdc <==
current_design dt1_DM_stage

set clk_period 4.9
set clk_io_pct 0.2

create_clock -name clk0 -period $clk_period [get_ports {clk}]

set non_clock_inputs [all_inputs -no_clocks]
set_input_delay [expr $clk_period * $clk_io_pct] -clock clk0 $non_clock_inputs
set_output_delay [expr $clk_period * $clk_io_pct] -clock clk0 [all_outputs]
==> results.ini <==
[yosys]
synth-main-ff-cell=dfxtp_1
edf_count=0
synth_adder_area_share_pct=0
yosys.area.top_type=dfxtp_1
avgSynthCellArea_um2=10.9
topCombFamilyByArea=simple AND/OR/NAND/NOR gates
xor_share_pct=0.741
syn-instance-count=325
yosys-stat-area_um2=3550
synthDistinctLibCells=33
synthAoiAreaFrac_pct=8.78
top_cell_area_share_pct=58.7
yosysCellCount=325
ys_sh_simple_pct=20.3
synth_async_sr_flop_share_pct=0
synth.area.mux_share_pct=7.58
ys_seq_share_pct=58.7
synth.top_cells.by_area=dfxtp_1 (59%), nor2b_1 (14%), mux4_2 (3.8%)
ys_warn_count=15
netlist_area_um2=3550
ys.flops=104

[sta]
finalSetupTns_ps=0
drv_slew=0
whs_ps=1050
worst_pin_slew_ps=700
fin_crit_ps=3070
rsz0062_at_grt=no
relSlewSlack_pct=53.3
period_used_pct=62.6
hold_violations=0
setup_viol=0
fmax_mhz=326

[power]
vdd.ir_drop.worst_uv=262
seq_power_share_pct=52.6
intPower_mw=1.35
sw_frac_of_total_pct=22.3
p_per_area_nw_per_um2=295
pwr-share-clk_pct=29.9
power.leakage_nw=2.26
p_switching_mw=0.387
pwr-share-comb_pct=17.5

[setup_path]
slowest_delay_ps=700
path_depth=6
cp.required_ps=5140
cp_slowest_cell=clkdlybuf4s50_1
cp_num_buf_inv=2
start_kind=input port
cp-endpoint=ReadDataW[21]
arrival_ps=3310
cp_top_family=buffers and inverters
crit_chain=clkdlybuf4s50_1 > buf_4 > mux4_2 > and3_1 > nor2_8 > a21oi_1
crit_path_max_fanout=16
crit_type=in -> reg
cp-end-kind=flip-flop
critPathLaunch=ALUResultM[1]

[hold_path]
hold_class=in -> reg
hold_depth=2

[drt]
dr.pass1.iters=4
wl_mm=10.2
wire_per_inst_um=16.2
ant_nets=0
post-route-drc-count=0
avgViaCountPerCell=4.82
vias=3024
diodes=0
drt_iter0_markers=68

[global_routing]
grt_max_degree=72
grt_overflow=0
grt_pass1_vias=2908
antenna_found_initial=0
grt_usage_pct=28.3
grt_pass1_wl_mm=15.4

[floorplan]
core_area_um2=6830
core_util_floorplan_pct=51.9
ioPinCount=213
die_h_um=86.2
fp.dieW_um=86.2
die-area_um2=7430
placementRows=30

[place]
place_congestion=0.893
post-dp-hpwl_mm=7.36
port_buffers=212

[status]
outcome=finished, final reports clean

[clock_tree]
clk_pin_slew_worst_paths_ps=100
numCtsBuffers=9
postCtsSetupRepairBufs=0
cts_buffer_depth=2
cts_num_sinks=104
postCtsHoldBufs=0
cts_max_level=3
ctsResizeCount=0
clockRootBuffer=clkbuf_8
cts_tree=yes

[cells_and_area]
area_delta_synth_final_pct=65.5
lay_top_count=clkdlybuf4s50_1
final_cell_mix=clkdlybuf4s50_1 (211), dfxtp_1 (104), nor2b_1 (81)
drive_above_1_share_pct=5.45

[run]
warning_count=26
drv_cap=0

[registers in the layout (all words and copies together) (netlist names)]
name        count
RegWriteW       1
ResultSrcW      2
ALUResultW     32
RdW             5
ReadDataW      32
PCPlus4W       32
[worst min path at each step]
stage | startpoint | to | slack, ps
4_1_cts | rst | ReadDataW[28] | 1050
5_1_grt | rst | ReadDataW[28] | 1060
6_report | rst | ReadDataW[26] | 1050
[logic make-up after synthesis]
kind of cell | count (synthesis)
and+or+nand+nor | 125
buffers and inverters | 27
DFF | 104
muxes | 16
AOI/OAI and AO/OA | 50
xor gates and xnor gates | 3
[cell usage after synthesis, drive strengths merged, types with 3 or more instances]
library cell,number
dfxtp,104
nor2b,81
a21oi,26
nand2,18
buf,12
clkbuf,12
nor2,11
o21ai,9
a221o,8
mux4,8
nor3,8
mux2i,7
inv,3
[power by group through the flow]
stage	logic (mW)	clock network (mW)	registers, mW
finish	0.303	0.519	0.913
global route	0.326	0.564	0.918
CTS	0.305	0.529	0.914
[per-stage QoR]
stage	setup WS (ps)	std cells	area [µm²]	utilization, %	total power [mW]
floorplan	2580	325	3550	-	1.02
global route	1690	628	5870	86.0	1.81
finish	1830	628	5870	86.0	1.73
detailed placement	1460	612	5680	83.1	1.23
CTS	1840	628	5870	86.0	1.75
global placement	1540	612	5680	83.1	1.22
[layer usage]
layer / routed length, µm / GRT usage, %
met5: 0 / 0
met3: 1020 / 10.5
met4: 192 / 4.70
met2: 4840 / 45.1
met1: 4130 / 39.7
[area by class of cell]
class	instances	area, µm²
inverters	3	11.3
repair buffers	215	2140
multi-input cells	194	1330
flip-flops and latches	104	2080
clock inverters	6	65.1
well taps	96	120
clock buffers	10	128
fillers	368	960
Power figures rest on the tool's default switching activity, not on a simulated workload.
